<file path="flow/design.v">
module ALU1 (S, A, B, Ci, Co, Y);
	input A, B, Ci;
	input [1:0] S;
	output Co, Y;
	wire notB, mOut, xOut, asOut;
	not n1 (notB, B);
	mux2 m1 (S[1], B, notB, mOut);
	xor x1 (xOut, A, B);
	addsub1 as1 (A, mOut, Ci, Co, asOut);
	mux4_multIn m2 (S, asOut, xOut, asOut, asOut, Y);
endmodule 
module ALU32 (S, A, B, Z, NG, OF, C, Y);
	input [31:0] A, B;
	input [1:0] S;
	output [31:0] Y;
	output Z, NG, OF, C;
	wire [31:0] Co, t;
	wire slt;
	ALU1 ALU (S, A[0], B[0], S[1], Co[0], t[0]);
	genvar i;
	generate
		for(i=1; i<32; i++) begin : eachALU1
			ALU1 ALUi(S, A[i], B[i], Co[i-1], Co[i], t[i]);
		end
	endgenerate
	xor x2 (slt, NG, OF);
	zero z1 (Y, Z);
	and a1 (NG, t[31], 1'b1);
	xor x1 (OF, Co[31], Co[30]);
	and a2 (C, Co[31], 1'b1);
	mux4_multIn m1 (S, t[0], t[0], t[0], slt, Y[0]);
	generate
		for(i=1; i<32; i++) begin : eachMux4
			mux4_multIn m(S, t[i], t[i], t[i], 1'b0, Y[i]);
		end
	endgenerate
endmodule 
module addsub1 (A, B, Ci, Co, Y);
	input A, B, Ci;
	output Co, Y;
	wire [2:0]C;
	and(C[0], A, B);
	and(C[1], A, Ci);
	and(C[2], B, Ci);
	or(Co, C[0], C[1], C[2]);
	xor(Y, A, B, Ci);
endmodule 
module mux2 (S, d0, d1, Y);
	input d0, d1;
	input S; 
	output Y; 
	wire notS, y0,y1;
	not (notS, S); 
	and (y0, d0, notS); 
	and (y1, d1, S); 
	or (Y, y0, y1); 
endmodule 
module mux4_multIn (S, A, B, C, D, Y);
	input [1:0]S;
	input A, B, C, D;
	output Y;
	wire y0, y1;
	mux2 m1(S[0], A, B, y0);
	mux2 m2(S[0], C, D, y1);
	mux2 m3(S[1], y0, y1, Y);
endmodule 
module zero (A, Z);
	input [0:31] A;
	output Z;
	wire [0:7] x;
	wire [1:0] y;
	nor (x[0], A[0], A[1], A[2], A[3]);
	nor (x[1], A[4], A[5], A[6], A[7]);
	nor (x[2], A[8], A[9], A[10], A[11]);
	nor (x[3], A[12], A[13], A[14], A[15]);
	nor (x[4], A[16], A[17], A[18], A[19]);
	nor (x[5], A[20], A[21], A[22], A[23]);
	nor (x[6], A[24], A[25], A[26], A[27]);
	nor (x[7], A[28], A[29], A[30], A[31]);
	and (y[0], x[0], x[1], x[2], x[3]);
	and (y[1], x[4], x[5], x[6], x[7]);
	and (Z, y[0], y[1]);
endmodule 
</file>
<file path="flow/config.mk">
export PLATFORM = sky130hd
export DESIGN_NAME = ALU32
export DESIGN_NICKNAME = ALU32
export VERILOG_FILES = /design/flow/design.v
export SDC_FILE = /design/flow/constraint.sdc
export NUM_CORES = 4
export LEC_CHECK = 1
export CORE_UTILIZATION = 30
</file>
<file path="flow/constraint.sdc">
current_design ALU32

set clk_period 24.4
set clk_io_pct 0.2

create_clock -name clk0 -period $clk_period

set non_clock_inputs [all_inputs -no_clocks]
set_input_delay [expr $clk_period * $clk_io_pct] -clock clk0 $non_clock_inputs
set_output_delay [expr $clk_period * $clk_io_pct] -clock clk0 [all_outputs]
</file>
<file path="flow/run.sh">
#!/bin/bash
# OpenROAD 26Q1-2900-gdf79404cd8, Yosys 0.63+post, stock flow scripts
make -C /OpenROAD-flow-scripts/flow DESIGN_CONFIG=/design/flow/config.mk WORK_HOME=/design/flow/orfs finish
</file>
==> impl_metrics.py <==
# Flow results
metrics = {
    "outcome": {
        "status": "finished, final reports clean",
    },
    "timing": {
        "timing.final.crit_period_ns": 23.77,
        "report.final.slew_viol_count": 0,
        "fin_tns_setup_ns": 0,
        "report.final.setup_viol": 0,
        "final_critical_path_setup_slack_ns": 0.631,
        "timing.final.crit_share": 0.974,
        "timing.final.hold_violations": 0,
        "grt_setup_unrepaired": "no",
        "worst-slew-pin-transition_ns": 0.411,
        "hold_slack_ns": 10.76,
        "slew-limit-headroom": 0.723,
        "maximum_clock_frequency_mhz": 42.1,
    },
    "pwr": {
        "peak_ir_drop_on_the_vdd_network_mv": 0.0162,
        "power.sequential.fraction": 0,
        "netSwitchingFraction": 0.388,
        "p_switching_w": 0.0000354,
        "cellPowerDensity_nw_per_um2": 31.3,
        "p_comb_frac": 1.000,
        "clock_power_share": 0,
        "pnr_total_power_w": 0.0000914,
        "internal-power_w": 0.0000559,
        "power.static_leakage_nw": 1.15,
    },
    "route": {
        "first_pass_drt_iterations": 4,
        "drt.antenna.violating_nets": 0,
        "dr_total_vias": 1669,
        "route.final.wire_length_um": 4610,
        "vias_per_cell": 4.50,
        "post_drt_wl_per_cell_um": 12.4,
        "drt_iter0_drc": 35,
        "n_antenna_cell": 0,
        "drc": 0,
    },
    "grt": {
        "grt_pass1_wl_um": 7090,
        "grt_max_degree": 35,
        "first_global_vias": 1638,
        "globalRouteTotalUtil": 0.139,
        "grt-ovfl-total": 0,
        "grt_antenna_before_repair": 1,
    },
    "critical_path": {
        "cpMostUsedCell": "sky130_fd_sc_hd__fa_2",
        "critical_path.max_stage_delay_ns": 0.57,
        "worstSetupStartpointType": "input pin",
        "critPathKind": "in2out",
        "crit_path_max_fanout": 2,
        "path_buffers": 3,
        "timing.critical_path.required_ns": 19.52,
        "endpoint_kind": "primary output",
        "master_of_the_slowest_instance_on_the_critical_path": "sky130_fd_sc_hd__or4_4",
        "largest_delay_contributor_family_on_the_critical_path": "adder cells",
        "start_point_of_the_critical_path": "A[0]",
        "critical_path_arrival_ns": 18.89,
    },
    "yosys": {
        "chip_area_from_the_yosys_synthesis_statistics_um2": 1930,
        "netlist.top_cell.by_area": "sky130_fd_sc_hd__fa_1",
        "ys_seq_share": 0,
        "synth_stat.cells": 220,
        "post_synth_num_cell_types": 21,
        "synth.avg_cell_area_um2": 8.76,
        "synth.yosys.warnings": 0,
        "synthCells": 220,
        "syn-cell-area_um2": 1930,
        "top_area_frac": 0.322,
        "yosys-top-cells-area": "sky130_fd_sc_hd__fa_1 (32%), sky130_fd_sc_hd__xnor2_1 (15%), sky130_fd_sc_hd__xor2_1 (14%), sky130_fd_sc_hd__buf_4 (13%), sky130_fd_sc_hd__o22ai_1 (10%)",
    },
    "hold_path": {
        "hold_depth": 5,
        "hold_path.class": "in2out",
        "min_to": "Y[1]",
        "hold_path_startpoint": "S[1]",
    },
    "floorplanning": {
        "initCoreUtil": 0.318,
        "floorplan.rows": 28,
        "core_region_area_um2": 6060,
        "die.size.y_um": 82.1,
        "die_width_um": 82.1,
        "chipArea_um2": 6750,
        "io-pin-count": 102,
    },
    "final_layout": {
        "design.seq.count": 0,
        "drive_above_1_share": 0.132,
        "final_cell_count_no_fill": 371,
        "register_cell_area_after_layout_um2": 0,
        "num-clock-buffers": 0,
        "syn2layout_area_growth_pct": 51.3,
    },
    "placement": {
        "pre_cts_ws_ns": -0.641,
        "buffer_ports.inserted": 102,
        "place.detailed.hpwl_um": 3860,
        "place_congestion": 0.780,
        "numPlacedInstances": 369,
    },
    "cts": {
        "cts.hold.buffers_added": 0,
    },
    "job": {
        "tool_warnings": 32,
        "drv.max_cap_violation_count": 0,
    },
}
-- metrics by stage --
stage                util  cell area, um^2
floorplan               -             1930
CTS                 0.476             2890
global placement    0.469             2840
finish              0.481             2920
detailed placement  0.469             2840
global route        0.481             2920
-- tightest hold or removal path: cells and delay by family --
kind | cells | cell delay, ns
AOI/OAI and AO/OA | 1 | 0.08
buffers and inverters | 2 | 0.56
adders and majority gates | 1 | 0.20
xor gates and xnor gates | 1 | 0.16
-- kinds of logic (layout without fill, tap and decap cells) --
kind of cell,count (synthesis),in the layout,share of synthesized area
compound gates,34,34,0.109
xor+xnor,65,65,0.295
fa+ha+maj,31,31,0.322
buf+inv,76,152,0.225
mux,1,1,0.00520
simple gates,13,13,0.0435
-- power by group through the flow --
stage	logic (W)	clock network (W)	registers, W
final	0.0000914	0	0
after CTS	0.0000915	0	0
after global routing	0.000104	0	0
-- placed cells by master (no fill, tap or decap), types with 6 or more instances in the layout --
cell                               n
sky130_fd_sc_hd__nor4_1            6
sky130_fd_sc_hd__buf_4            18
sky130_fd_sc_hd__clkdlybuf4s50_1  99
sky130_fd_sc_hd__fa_1             15
sky130_fd_sc_hd__fa_2             16
sky130_fd_sc_hd__xor2_1           30
sky130_fd_sc_hd__o22ai_1          31
sky130_fd_sc_hd__inv_1            32
sky130_fd_sc_hd__xnor2_1          34
-- synth_stat cells (2+ instances only) --
| cell type | instances |
|---|---|
| sky130_fd_sc_hd__buf_2 | 4 |
| sky130_fd_sc_hd__fa_1 | 31 |
| sky130_fd_sc_hd__o22ai_1 | 31 |
| sky130_fd_sc_hd__buf_4 | 34 |
| sky130_fd_sc_hd__nor4_1 | 6 |
| sky130_fd_sc_hd__clkbuf_1 | 4 |
| sky130_fd_sc_hd__xor2_1 | 31 |
| sky130_fd_sc_hd__xnor2_1 | 34 |
| sky130_fd_sc_hd__buf_6 | 2 |
| sky130_fd_sc_hd__inv_1 | 32 |
-- metal layers --
layer,GRT usage,share of wire,vias up
met2,0.243,0.48,56
met1,0.197,0.43,783
li1,-,-,826
met3,0.0212,0.084,2
met5,0,0.0022,-
met4,0,0,2
-- how the worst max path moves through the flow --
stage	slack, ns	cells after the start	to
6_report	0.63	40	Z
5_1_grt	0.03	40	Z
4_1_cts	0.03	40	Z
-- repair_timing --
| item | CTS | global route |
|---|---|---|
| buffers inserted | 1 | 1 |
| resized | 12 | 9 |
| endpoints found under the hold margin | 0 | 0 |
| endpoints found under the setup margin | 1 | 3 |
| pin swaps | 2 | 1 |
-- area by class of cell --
type / instances / area [um^2]
Tap cell: 75 / 93.8
Inverter: 32 / 120
Multi-Input combinational cell: 144 / 1550
Timing Repair Buffer: 120 / 1150
Fill cell: 572 / 3150
Power is estimated from default activity; no workload was simulated.
